===== flow/design.v =====
module counter#(parameter WITDH = 5)
(
	input logic 		 clk	,
				 load	,
			 	 rst	,
			    	 enab	,
	input logic  [WITDH-1:0] cnt_in	,
	output logic [WITDH-1:0] cnt_out
);
	always@(posedge clk)
		if(rst)
			cnt_out <= 0;
		else if(load)
			cnt_out <= cnt_in;
		else 	cnt_out <= enab ? cnt_out + 1: cnt_out;
endmodule

===== flow/run.sh =====
#!/bin/bash
# OpenROAD 26Q1-2900-gdf79404cd8, Yosys 0.63+post, stock flow scripts
make -C /OpenROAD-flow-scripts/flow DESIGN_CONFIG=/design/flow/config.mk WORK_HOME=/design/flow/orfs finish

===== flow/config.mk =====
export PLATFORM = sky130hd
export DESIGN_NAME = counter
export DESIGN_NICKNAME = counter
export VERILOG_FILES = /design/flow/design.v
export SDC_FILE = /design/flow/constraint.sdc
export NUM_CORES = 4
export LEC_CHECK = 1
export CORE_AREA = 10 10 70 70
export DIE_AREA = 0 0 80 80

===== flow/constraint.sdc =====
current_design counter

set clk_period 1.2
set clk_io_pct 0.2

create_clock -name clk0 -period $clk_period [get_ports {clk}]

set non_clock_inputs [all_inputs -no_clocks]
set_input_delay [expr $clk_period * $clk_io_pct] -clock clk0 $non_clock_inputs
set_output_delay [expr $clk_period * $clk_io_pct] -clock clk0 [all_outputs]

==> flow_metrics.env <==
# implementation run metrics
export IMPL_worstPathArrival_ps=1270
export IMPL_clock_sinks=5
export IMPL_critPathMaxFanout=3
export IMPL_die_size_y_um=80
export IMPL_cts_hold_buf=0
export IMPL_ir_worst_vdd_mv=0.158
export IMPL_worstSetupStartpointType="register"
export IMPL_synthTopCellsByArea="dfxtp_1 39%, xnor2_1 10%, o21a_1 8.8%"
export IMPL_cts_buffers=3
export IMPL_ys_types=13
export IMPL_first_global_vias=323
export IMPL_outcome="completed"
export IMPL_regMostFlops="cnt_out"
export IMPL_fp_dieW_um=80
export IMPL_rr_endpoint="cnt_out[1]"
export IMPL_htreeDepth=1
export IMPL_clockBufferDepth=2
export IMPL_pwr_share_seq=0.372
export IMPL_largest_registers="cnt_out: 5 flops"
export IMPL_hold_depth=4
export IMPL_finalHoldViolCount=0
export IMPL_warnings=25
export IMPL_p_leak_nw=0.244
export IMPL_yosys_area_top_type="dfxtp_1"
export IMPL_die_area_mm2=0.00640
export IMPL_ios=14
export IMPL_syn_instance_count=28
export IMPL_vias=284
export IMPL_diodes=0
export IMPL_drt_wl_total_um=899
export IMPL_max_slew_margin=0.783
export IMPL_rsz0062_at_grt="no"
export IMPL_ant_nets=0
export IMPL_avgSynthCellArea_um2=9.16
export IMPL_path_class="register to register"
export IMPL_period_minus_slack_ps=1150
export IMPL_tritoncts="built"
export IMPL_fin_skew_ps=1.69
export IMPL_worstSkewPairLatency_ps=240
export IMPL_hold_path_class="input port to register"
export IMPL_yosysSeqAreaShare=0.390
export IMPL_place_congestion=0.736
export IMPL_min_to="cnt_out[2]"
export IMPL_yosys_area_top_type_share=0.390
export IMPL_worst_pin_slew_ps=324
export IMPL_fp_util=0.0751
export IMPL_ys_seq_elements=5
export IMPL_grt_max_degree=9
export IMPL_grt_first_pass_wirelength_um=1410
export IMPL_synth_area_um2=256
export IMPL_dr_pass1_iters=2
export IMPL_powerDensity_mw_per_mm2=976
export IMPL_port_buffers=13
export IMPL_rows=21
export IMPL_path_clk_slew_ps=50
export IMPL_period_used=0.958
export IMPL_timing_rr_start="cnt_out[0]"
export IMPL_required_ps=1320
export IMPL_fmaxAchievable_mhz=870
export IMPL_syn2layout_area_growth_pct=104
export IMPL_grt_use_total=0.0273
export IMPL_p_total_w=0.000512
export IMPL_hpwl_um=661
export IMPL_yosys_cells=28
export IMPL_core_area_mm2=0.00342
export IMPL_intPower_w=0.000390
export IMPL_p_switching_w=0.000122
export IMPL_yosys_warnings=1
export IMPL_viasPerCell=2.93
export IMPL_worst_r2r_cell_count=4
export IMPL_setup_tns_ps=0
export IMPL_power_frac_comb=0.240
export IMPL_holdWs_ps=542
export IMPL_fin_util=0.153
export IMPL_cap_violations=0
export IMPL_pwr_share_clk=0.388
export IMPL_r2r_slack_ps=50
export IMPL_drt_iter0_drc=8
export IMPL_drive_above_1_share=0.314
export IMPL_avgRoutedWirePerCell_um=9.27
export IMPL_antenna_found_initial=0
export IMPL_largest_reg_flops=5
export IMPL_setup_viol=0
export IMPL_overflow=0
export IMPL_p_sw_frac=0.238
export IMPL_cts_root_buf="clkbuf_4"
export IMPL_end_kind="register"
export IMPL_ys_chip_area_um2=256
export IMPL_report_final_slew_viol_count=0
export IMPL_route_detailed_drc=0
export IMPL_hp_start="enab"
-- final cells by class --
| type | instances | area, µm² |
|---|---|---|
| Fill cell | 387 | 2890 |
| Timing Repair Buffer | 20 | 179 |
| Multi-Input combinational cell | 19 | 144 |
| Sequential cell | 5 | 106 |
| Tap cell | 46 | 57.6 |
| Clock buffer | 4 | 26.3 |
| Inverter | 3 | 11.3 |
-- metrics by stage --
step | std cells | setup WS [ps] | instance area, µm²
final | 97 | 50.6 | 524
after global routing | 97 | 5.89 | 524
after CTS | 97 | 15.8 | 518
after detailed placement | 88 | -229 | 454
after global placement | 88 | -202 | 454
after floorplan | 28 | 64.2 | 256
-- repair_timing --
action,CTS,global route
hold endpoints to repair,0,0
gates cloned,0,0
setup endpoints to repair,6,1
resized,10,2
buffers inserted,5,0
-- cells in the final DEF, fill, tap and decap left out --
cell type        Yosys  routed
clkbuf_1             0       1
mux2i_1              2       2
inv_1                3       3
mux2_4               0       1
nor2_1               2       2
a21oi_1              3       3
o21a_1               3       3
ha_1                 1       1
xor2_1               1       1
dlymetal6s2s_1       0       1
buf_4                0       7
dfxtp_2              0       5
nand4_1              2       2
clkbuf_4             0       3
dlygate4sd2_1        0       5
nand2_1              1       1
clkdlybuf4s50_1      0       7
xnor2_1              3       3
-- logic make-up after synthesis --
group / synth area share
fa+ha+maj: 0.0488
mux: 0.122
simple gates: 0.0927
xor+xnor: 0.137
flops: 0.390
buf+inv: 0.0634
compound gates: 0.146
-- cells in the mapped netlist --
cell,instances
dfxtp_1,5
a21oi_1,3
inv_1,3
o21a_1,3
xnor2_1,3
mux2i_1,2
nand4_1,2
nor2_1,2
buf_2,1
ha_1,1
mux2_1,1
nand2_1,1
xor2_1,1
-- power by group through the flow --
stage / sequential, W / combinational (W) / clock [W]
6_report: 0.000190 / 0.000123 / 0.000198
4_1_cts: 0.000190 / 0.000118 / 0.000206
5_1_grt: 0.000192 / 0.000134 / 0.000217
-- worst max-delay path: stages (launching register included) --
cell	delay [ps]
dfxtp_2	320
ha_1	290
mux2_4	260
mux2i_1	120
nor2_1	50
-- metal layers --
layer  global-route usage  vias up  wire [µm]
met4               0.0141        0         27
met2               0.0417       10        385
met1               0.0286      133        375
met3               0.0170        2        111
met5                    0        -          0
li1                     -      139          -
-- worst max path at each step --
stage | startpoint | to | cells after the start
after CTS | cnt_out[0] | cnt_out[1] | 4
after global routing | cnt_out[0] | cnt_out[1] | 4
final | cnt_out[0] | cnt_out[1] | 4
Power and IR drop assume default switching activity.
