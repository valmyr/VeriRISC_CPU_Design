## ./run.sh

```bash
#!/bin/bash
# OpenROAD 26Q1-2900-gdf79404cd8, Yosys 0.63+post, stock flow scripts
make -C /OpenROAD-flow-scripts/flow DESIGN_CONFIG=/design/flow/config.mk WORK_HOME=/design/flow/orfs finish
```

## ./config.mk

```make
export PLATFORM = sky130hd
export DESIGN_NAME = controller
export DESIGN_NICKNAME = controller
export VERILOG_FILES = /design/flow/design.v
export SDC_FILE = /design/flow/constraint.sdc
export NUM_CORES = 4
export LEC_CHECK = 1
export CORE_AREA = 10 10 70 70
export DIE_AREA = 0 0 80 80
```

## ./constraint.sdc

```tcl
current_design controller

set clk_period 1.2
set clk_io_pct 0.2

create_clock -name clk0 -period $clk_period

set non_clock_inputs [all_inputs -no_clocks]
set_input_delay [expr $clk_period * $clk_io_pct] -clock clk0 $non_clock_inputs
set_output_delay [expr $clk_period * $clk_io_pct] -clock clk0 [all_outputs]
```

## ./design.v

```verilog
module controller
(
	input logic		zero	,
				clk	,
				rst	,
	input logic	[2:0] 	opcode	,
				phase	,
	output logic 		sel	,
				rd	,
				ld_ir	,
				halt	,
				ld_ac	,
				wr	,
				inc_pc	,
				ld_pc	,
				data_e	
);
	enum {
		INST_ADDR=0	,
		INST_FETCH	,
		INST_LOAD	,
		IDLE		,
		OP_ADDR		,
		OP_FETCH	,
		ALU_OP		,
		STORE		
	} states;
	enum {
		HLT=0		,
		SKZ		,
		ADD		,
		AND		,
		XOR		,
		LDA		,
		STO		,
		JMP		
	} opcode_instruction;
	logic HALT, ALUOP, SKZ_, JMP_;
	assign HALT  = opcode == HLT ;
	assign ALUOP = opcode == ADD | 
		       opcode == AND |
		       opcode == XOR |
		       opcode == LDA ;
	assign SKZ_  = opcode == SKZ ;
	assign JMP_  = opcode == JMP ;
	assign STO_  = opcode == STO ;
	always_comb case(phase)
		INST_ADDR	: {sel,rd,ld_ir,halt,inc_pc,ld_ac,ld_pc,wr,data_e} = 9'b100000000		 	;	
	      	INST_FETCH	: {sel,rd,ld_ir,halt,inc_pc,ld_ac,ld_pc,wr,data_e} = 9'b110000000	 	 	;		
		INST_LOAD	: {sel,rd,ld_ir,halt,inc_pc,ld_ac,ld_pc,wr,data_e} = 9'b111000000		 	;
		IDLE 		: {sel,rd,ld_ir,halt,inc_pc,ld_ac,ld_pc,wr,data_e} = 9'b111000000	 	 	;
		OP_ADDR		: {sel,rd,ld_ir,halt,inc_pc,ld_ac,ld_pc,wr,data_e} = 9'b000010000 | (HALT  << 5	 )	;
		OP_FETCH	: {sel,rd,ld_ir,halt,inc_pc,ld_ac,ld_pc,wr,data_e} = 9'b000000000 | (ALUOP << 7  )	;
		ALU_OP		: {sel,rd,ld_ir,halt,inc_pc,ld_ac,ld_pc,wr,data_e} = 9'b000000000 | (ALUOP << 7	 )   	
												  | (SKZ_ && zero) << 4
												  | (JMP_  << 2  )
												  | (STO_        )	;
		STORE 		: {sel,rd,ld_ir,halt,inc_pc,ld_ac,ld_pc,wr,data_e} = 9'b000000000 | (ALUOP << 7  ) 
												  | (ALUOP << 3  )
												  | (JMP_  << 2  ) 
												  | (STO_  << 1  )
												  | (STO_        )	;
	  endcase
endmodule	
```

==> run notes <==
STA puts the critical path data required time at 0.96 ns. Entering global routing, the biggest net connects 5 pins. The logs give 0 for the final number of max-transition violations and 358 um2 for the total placed instance area. Post-synthesis, Yosys gives the total cell area as 95.1 um2.

For this run, the detailed router's first-pass iteration total came to 3. The synthesized-area fraction occupied by ao, oa, aoi and oai cells was 0.105. Transition time of the tightest slew-check pin: 0.138 ns. The post-synthesis share of cell area spent on full adders, half adders and majority gates is 0. In the synthesized netlist, the dominant kind of combinational cell is simple AND/OR/NAND/NOR gates.

The final reports fail on negative setup slack. The first global-routing pass estimated 1.04 mm of wire. The run gives -0.0802 ns as the setup slack of the critical path after layout. By instance count, the leading cell after synthesis is nor2_1.

The report shows a maximum critical-path fanout of 3. Per the post-route antenna check, the number of violating nets is 0. For the number of antenna violations at the first check in global routing, the log shows 0.

The area share of the largest cell type after synthesis was 0.197. The proportion of layout cells with a drive suffix above 1 was 0.575; the detailed-route via count was 208. Cell accounting for the most synthesized area: nor2_1.

Synthesis produced a netlist whose cell count is 17. The number of warnings the tools reported is 36, and the y dimension of the die is 80 um. The run gives 1.04 ns for the arrival time of data at the critical path endpoint.

The run gives 0 um2 for the area taken by flip-flops and latches. Critical setup path kind: input port to primary output. Per the post-place timing report, worst setup slack is -0.841 ns. Dividing total power by cell area gives a power density of 240 mW/mm2. The chip footprint is 0.00640 mm2.

For this run, the detailed router reports a per-instance via density of 2.42. After layout, the minimum clock period comes to 1.28 ns. Per the OpenROAD floorplan log, the width of the die is 80 um. With the I/O pin count at 18, the total power after layout is 86.2 uW.

Per the placement log, port buffering inserted 16 buffers. The diode insertion count for antenna repair was 0. Setup repair after global routing could not meet its margin everywhere. The logs give 0 for the sequential share of the synthesized area and 645 um for the aggregate routed wire length. The synthesis report lists the Yosys warning total as 2. The run gives 0.0278 for the floorplan-stage core utilization.

Once detailed placement completed, the half-perimeter wirelength came to 544 um. Per the run report, area growth between synthesis and finish was 278%. The tools report the peak supply drop as 23.4 uV.

After synthesis, the design contains 17 cells according to Yosys. Per the GRT congestion report, total overflow comes to 0. Hold-check failures listed in the final report amount to 0. The post-detailed-route DRC marker count was 0; the tally of max-capacitance violations was 0.

The basic-gate share of the synthesized area counting and, or, nand and nor cells came out at 0.724. The portion of netlist area occupied by mux cells is 0, and the number of core rows is 21. With the maximum clock frequency at 781 MHz, the final worst-path cycle share is 1.07.

The worst setup path is launched from an input port. The run finished, with violations left. The most critical min-delay path falls under input port to primary output. The tools report the post-route standard cell area excluding fillers as 359 um2. The tightest slew margin relative to the limit was 0.908. The run gives 203 for the number of global-route vias before repair. Summing every instance area after synthesis gives 95.1 um2. The final estimated routing congestion in global placement was 0.734; the leakage power was 0.162 nW. The end-of-flow core utilization is 0.105, and the number of buffers inserted by hold repair at cts is 0.

The commonest cells after synthesis are 5 x nor2_1, 2 x a21oi_1, 2 x inv_1. The logs give 11 for the number of different library cells in the post-synthesis netlist and 0 for the final sequential cell count. Counting the clock-network buffers in the layout gives 0. The tools report the overall routing resource usage as 0.0187. The element type at the critical path end is a primary output.

The violation count after the first detailed-routing iteration was 5. According to the floorplan report, the placeable core area is 0.00342 mm2. In the post-synthesis netlist, the biggest area contributors are nor2_1 20%, nand4bb_1 12%, a21oi_1 11%, xnor2_1 9.2%, inv_1 7.9%. Area share of xor/xnor cells in the synthesized design: 0.0921.

The number of endpoints failing setup at the final stage is 1, and the synthesized area per cell is 5.59 um2. In the final routed layout, each cell accounts on average for 7.50 um.
## layout make-up
type	instances	area [um2]
tap	46	57.6
fill	397	3060
multi-input combinational	15	121
timing repair buffer	23	173
inverter	2	7.51
## critical path, cell delays in order
cell and delay, ns:
buf_6 0.09, or4_1 0.51, nor2_1 0.09, buf_2 0.10
## metal layers
| layer | vias to the layer above | GRT usage | share of wire |
|---|---|---|---|
| li1 | 107 | - | - |
| met1 | 89 | 0.0244 | 0.44 |
| met2 | 12 | 0.0297 | 0.39 |
| met3 | 0 | 0.00795 | 0.17 |
| met4 | 0 | 0 | 0 |
| met5 | - | 0 | 0 |
## cell families after synthesis
family | Yosys count
AND-OR/OR-AND | 2
AND/OR/NAND/NOR | 12
XOR/XNOR | 1
buffers and inverters | 2
## cell usage in the layout (no fill, tap or decap), types with 2 or more instances in the layout
cell	count
inv_1	2
nor2_1	3
buf_2	9
dlygate4sd2_1	3
a21oi_1	2
buf_6	5
buf_4	4
## power breakdown
part           internal (mW)  total [mW]  switching [mW]  leakage (nW)
Sequential                 0           0               0             0
Clock                      0           0               0             0
Combinational         0.0543      0.0862          0.0320         0.162
Total                 0.0543      0.0862          0.0320         0.162
## repair_timing
item	4_1_cts	5_1_grt
gates resized	53	4
endpoints found under the setup margin	9	5
pin swaps	8	4
endpoints found under the hold margin	0	0
buffers inserted	1	0
## worst paths after layout
| check | from | endpoint | cells past startpoint | slack [ns] |
|---|---|---|---|---|
| max | phase[1] | halt | 4 | -0.08 |
| min | phase[1] | halt | 4 | 0.79 |
## through the flow
step / cells / hold WS [ns] / TNS (ns)
CTS: 86 / 0.792 / -0.102
global route: 86 / 0.801 / -0.110
detailed placement: 85 / 1.44 / -5.59
finish: 86 / 0.785 / -0.0802
global placement: 85 / 1.45 / -5.49
floorplan: 17 / 0.489 / 0
Power figures rest on the tool's default switching activity, not on a simulated workload.
