==> design.v <==
module memory #(
	parameter DWIDTH = 8,
	parameter AWIDTH = 5
)
(
	input logic		  clk	,
				  wr	,
			      	  rd	,
	input logic  [AWIDTH-1:0] addr	,
	inout logic  [DWIDTH-1:0] data	
);
	logic [7:0] memory [32];
	always_ff@(posedge clk)begin
		 memory[addr] <=  wr ? data : memory[addr];
	end
	assign data = rd ? memory[addr] : 'z;
endmodule
==> run.sh <==
#!/bin/bash
# OpenROAD 26Q1-2900-gdf79404cd8, Yosys 0.63+post, stock flow scripts
make -C /OpenROAD-flow-scripts/flow DESIGN_CONFIG=/design/flow/config.mk WORK_HOME=/design/flow/orfs finish
==> config.mk <==
export PLATFORM = sky130hd
export DESIGN_NAME = memory
export DESIGN_NICKNAME = memory
export VERILOG_FILES = /design/flow/design.v
export SDC_FILE = /design/flow/constraint.sdc
export NUM_CORES = 4
export LEC_CHECK = 1
export CORE_UTILIZATION = 50
==> constraint.sdc <==
current_design memory

set clk_period 4.7
set clk_io_pct 0.2

create_clock -name clk0 -period $clk_period [get_ports {clk}]

set non_clock_inputs [all_inputs -no_clocks]
set_input_delay [expr $clk_period * $clk_io_pct] -clock clk0 $non_clock_inputs
set_output_delay [expr $clk_period * $clk_io_pct] -clock clk0 [all_outputs]
==> impl_metrics.py <==
# Metrics from the implementation run
metrics = {
    "clock_tree": {
        "root_buffer": "clkbuf_16",
        "clockBufferDepth": 3,
        "numClockSinks": 256,
        "holdBufCountCts": 0,
        "cts_buffers": 26,
        "htree_levels": 1,
        "cts_resized": 0,
        "postCtsSetupBuffers": 0,
    },
    "yosys": {
        "synth.top_cells.by_area": "edfxtp_1 (76%), mux2i_1 (13%), o22ai_1 (3.9%)",
        "yosysMostFrequentCell": "edfxtp_1",
        "ys_seq_share_pct": 76.40,
        "yosys_cells": 570,
        "ys_warn_count": 2,
        "synth_cell_types": 24,
        "common_cells": "edfxtp_1 (256), mux2i_1 (128), o22ai_1 (63), nor2_1 (29), buf_2 (23)",
        "synthCells": 570,
        "ys.flops": 256,
        "syn_area_mm2": 0.01006,
        "syn_avg_cell_area_um2": 17.65,
        "flop_cell": "edfxtp_1",
        "yosys.area.top_type_share_pct": 76.40,
        "async_reset_ff_share_pct": 0,
        "yosys.area.top_type": "edfxtp_1",
        "yosys_area_mm2": 0.01006,
        "edf_count": 256,
    },
    "placement": {
        "placed_area_mm2": 0.01048,
        "portBuffers": 5,
        "place_congestion": 0.8714,
        "dpl.hpwl_um": 12420,
        "dp_slack_ns": 0.4352,
    },
    "floorplan": {
        "fp.dieH_um": 143.9,
        "die_w_um": 143.9,
        "core_util_floorplan_pct": 51.36,
        "boundaryPins": 16,
        "placementRows": 51,
    },
    "outcome": {
        "status": "did not finish",
        "stop_stage": "clock tree synthesis",
        "error_line": "[error] [KeplerFormal.cpp:679] Workflow failed: Iso has multiple drivers: .data0, _543_.Y0",
    },
}
## cell families after synthesis
group                  after synthesis  synth area share (%)
muxes                              128                 12.73
buffers and inverters               37                 1.927
DFF                                256                 76.40
and+or+nand+nor                     85                 4.899
AOI/OAI and AO/OA                   64                 4.041
## metrics by stage
stage          instances  total power, mW
2_1_floorplan        570            2.752
3_3_place_gp         833            2.977
3_5_place_dp         833            2.777
Power is estimated from default activity; no workload was simulated.
